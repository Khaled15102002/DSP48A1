[flow/design.v]
module DSP(A, B, C, D, CARRYIN, M, P, CARRYOUT, CARRYOUTF, CLK, OPMODE, BCIN, 
CEA, CEB, CEC, CECARRYIN, CED, CEM, CEOPMODE, CEP, RSTA, RSTB, RSTC, RSTCARRYIN, RSTD, RSTM, RSTOPMODE, RSTP, BCOUT, PCIN, PCOUT); 
localparam SYNC = 0, ASYNC = 1, OPMODE5 = 0, CARRYIn = 1, CASCODE = 1, DIRECT = 0;
parameter A0REG = 0, A1REG = 1, B0REG = 0, B1REG = 1;
parameter CREG = 1, DREG = 1, MREG = 1, PREG = 1, CARRYINREG = 1, CARRYOUTREG = 1, OPMODEREG = 1;
parameter CARRYINSEL = OPMODE5;
parameter B_INPUT = DIRECT;
parameter RSTTYPE = SYNC;
parameter A_WIDTH = 18, B_WIDTH = 18, C_WIDTH = 48, D_WIDTH = 18, M_WIDTH = 36, P_WIDTH = 48, OPMODE_WIDTH = 8;
input [17:0] A, B, BCIN;
input [17:0] D;
input [47:0] C, PCIN;
input CARRYIN, CLK, CEA, CEB, CEC, CECARRYIN, CED, CEM, CEOPMODE, CEP;
input RSTA, RSTB, RSTC, RSTCARRYIN, RSTD, RSTM, RSTOPMODE, RSTP;
input [7:0] OPMODE;
output [35:0] M;
output [47:0] P, PCOUT;
output CARRYOUT, CARRYOUTF;
output [17:0] BCOUT;
wire [7:0] OPMODE_out;
wire [17:0] A_mux_out, B_mux_out, MUX0B_out;
wire [17:0] D_mux_out;
wire [47:0] C_mux_out, X_mux_out, Z_mux_out, PRE_ADDER_SUB_2;
wire [17:0] PRE_ADDER_SUB_1, MUX_OP4, MULTI_1, MULTI_2;
wire [35:0] MULTI;
wire [47:0] M_ex;
wire Carry_Cascode_in, CIN, Carry_Cascode_out;
REG_MUX #(OPMODE_WIDTH,RSTTYPE,OPMODEREG) x0 (OPMODE, CLK, RSTOPMODE, CEOPMODE, OPMODE_out);
REG_MUX #(D_WIDTH,RSTTYPE,DREG) x1 (D, CLK, RSTD, CED, D_mux_out);
REG_MUX #(A_WIDTH,RSTTYPE,A0REG) x2 (A, CLK, RSTA, CEA, A_mux_out);
REG_MUX #(C_WIDTH,RSTTYPE,CREG) x3 (C, CLK, RSTC, CEC, C_mux_out);
assign MUX0B_out = (B_INPUT == DIRECT)? B : (B_INPUT == CASCODE)? BCIN : 0;
REG_MUX #(B_WIDTH,RSTTYPE,B0REG) x5 (MUX0B_out, CLK, RSTB, CEB, B_mux_out);
assign PRE_ADDER_SUB_1 = (OPMODE_out[6])? D_mux_out-B_mux_out : D_mux_out+B_mux_out;
assign MUX_OP4 = (OPMODE_out[4])? PRE_ADDER_SUB_1 : B_mux_out;
REG_MUX #(B_WIDTH,RSTTYPE,B1REG) x6 (MUX_OP4, CLK, RSTB, CEB, MULTI_1);
REG_MUX #(A_WIDTH,RSTTYPE,A1REG) x7 (A_mux_out, CLK, RSTA, CEA, MULTI_2);
assign BCOUT = MULTI_1;
assign MULTI = MULTI_1 * MULTI_2;
REG_MUX #(M_WIDTH,RSTTYPE,MREG) x8 (MULTI, CLK, RSTM, CEM, M);
assign Carry_Cascode_in = (CARRYINSEL==OPMODE5)? OPMODE_out[5] : (CARRYINSEL==CARRYIn)? CARRYIN : 0;
REG_MUX #(1,RSTTYPE,CARRYINREG) x9 (Carry_Cascode_in, CLK, RSTCARRYIN, CECARRYIN, CIN);
assign M_ex = {{12{1'b0}},M};
assign X_mux_out = (OPMODE_out[1:0]==3)? {D[11:0],A,B} : (OPMODE_out[1:0]==2)? P : (OPMODE_out[1:0]==1)? M_ex : 0;
assign Z_mux_out = (OPMODE_out[3:2]==3)? C_mux_out : (OPMODE_out[3:2]==2)? P : (OPMODE_out[3:2]==1)? PCIN : 0;
assign {Carry_Cascode_out,PRE_ADDER_SUB_2} = (OPMODE_out[7]==0)? (X_mux_out + Z_mux_out + CIN) : (Z_mux_out-(X_mux_out+CIN));
REG_MUX #(1,RSTTYPE,CARRYOUTREG) x10 (Carry_Cascode_out, CLK, RSTCARRYIN, CECARRYIN, CARRYOUT);
REG_MUX #(P_WIDTH,RSTTYPE,PREG) x11 (PRE_ADDER_SUB_2, CLK, RSTP, CEP, P);
assign CARRYOUTF = CARRYOUT;
assign PCOUT = P;
endmodule
module REG_MUX(in, CLK, RST, CE, out);
localparam SYNC = 0, ASYNC = 1;
parameter WIDTH = 18;
parameter RSTTYPE = SYNC, REG = 1;
input CLK, RST, CE;
input [WIDTH-1:0] in;
reg [WIDTH-1:0] in_reg;
output reg [WIDTH-1:0] out;
generate
    if(RSTTYPE==SYNC)begin
always @(posedge CLK) begin
    if(RST)
    in_reg<=0;
    else begin
    if(CE)
    in_reg<=in;
    end
end
always@(*)begin
    case(REG)
    1: out=in_reg;
    default:out=in;
    endcase
end
    end
    if(RSTTYPE==ASYNC)begin
always @(posedge CLK or posedge RST) begin
    if(RST)
    in_reg<=0;
    else begin
    if(CE)
    in_reg<=in;
    end
end
always@(*)begin
    case(REG)
    1:out=in_reg;
    default:out=in;
    endcase
end
    end
endgenerate
endmodule
[flow/run.sh]
#!/bin/bash
# OpenROAD 26Q1-2900-gdf79404cd8, Yosys 0.63+post, stock flow scripts
make -C /OpenROAD-flow-scripts/flow DESIGN_CONFIG=/design/flow/config.mk WORK_HOME=/design/flow/orfs finish
[flow/config.mk]
export PLATFORM = sky130hd
export DESIGN_NAME = DSP
export DESIGN_NICKNAME = DSP
export VERILOG_FILES = /design/flow/design.v
export SDC_FILE = /design/flow/constraint.sdc
export NUM_CORES = 4
export LEC_CHECK = 1
export CORE_UTILIZATION = 40
[flow/constraint.sdc]
current_design DSP

set clk_period 12.1
set clk_io_pct 0.2

create_clock -name clk0 -period $clk_period [get_ports {CLK}]

set non_clock_inputs [all_inputs -no_clocks]
set_input_delay [expr $clk_period * $clk_io_pct] -clock clk0 $non_clock_inputs
set_output_delay [expr $clk_period * $clk_io_pct] -clock clk0 [all_outputs]
==> run_results.csv <==
group,metric,value,unit
clock_tree,worst_setup_hold_path_clk_slew,0.08,ns
timing,fin_skew,0.02000,ns
routing,route.antenna.diode_count,0,
setup_path,regToRegSetupSlack,4.85,ns
finish,layout-area-overhead-vs-synth,15.33,%
routing,wl_per_cell,20.45,um
timing,finalSetupTns,0,ns
clock_tree,clock_tree.buffer_depth,2,
routing,vias_after_detailed_routing,23330,
routing,wirelength,89.36,mm
finish,final_common_cell,"sky130_fd_sc_hd__inv_1",
power_and_ir_drop,irDropWorstVdd,95.88,uV
floorplan,chipArea,70200,um^2
grt,global_route_wire_length_before_repair,137.7,mm
clock_tree,cts_tree,"done",
clock_tree,postCtsHoldBufs,0,
placed_design,buffer_ports.inserted,326,
floorplan,std_cell_rows,96,
flow_run,drv_cap,0,
floorplan,coreArea,68470,um^2
run_status,status,"complete, no violations",
synthesis,cell_area_synth,27660,um^2
finish,ratio_of_cells_with_drive_above_1_in_the_final_layout,5.963,%
setup_path,reg2reg_to,"x8.in_reg[32]$_SDFFE_PP0P_",
setup_path,path_class,"flop to flop",
synthesis,synth.cellmix.adderShare,30.97,%
finish,storage_cell_area,3930,um^2
clock_tree,numCtsBuffers,17,
clock_tree,clock.latency.late_pin,0.52,ns
floorplan,ios,346,
synthesis,syn-mean-instance-area,8.333,um^2
synthesis,primary_flip_flop_cell_chosen_by_synthesis_mapping,"sky130_fd_sc_hd__dfxtp_1",
floorplan,dieHeight,264.9,um
hold_path,min_to,"x6.in_reg[8]$_SDFFE_PP0P_",
timing,timing.slew.headroom,41.63,%
routing,detail_route.iter0.violations,1312,
floorplan,chipWidth,264.9,um
synthesis,asyncSetResetFlopFracSynth,0,%
synthesis,synth-area-yosys,27660,um^2
synthesis,ys_sh_aoi,16.15,%
flow_run,log.warning_count,91,
hold_path,hold_depth,2,
floorplan,fp_util,40.39,%
synthesis,synthCells,3319,
routing,remaining_drc_errors,0,
placed_design,hpwl,70.28,mm
setup_path,critPathMaxFanout,19,
grt,antenna_found_initial,2,
synthesis,synthMuxAreaShare,9.066,%
timing,post-route-min-period,7.249,ns
grt,global_route.usage.total,26.75,%
grt,grt_pass1_vias,23410,
synthesis,edf_count,0,
clock_tree,clock_tree.htree_level_count,4,
synthesis,synth_seq_share,14.19,%
synthesis,netlist_logic_family_top,"adder cells",
power_and_ir_drop,p_leak,0.01498,uW
synthesis,yosys-stat-cells,3319,
grt,grt_total_ovfl,0,
finish,area_used_by_multi_input_combinational_logic,21010,um^2
finish,mostFrequentLayoutCells,"441 x sky130_fd_sc_hd__inv_1, 321 x sky130_fd_sc_hd__clkdlybuf4s50_1, 279 x sky130_fd_sc_hd__nor2_1, 274 x sky130_fd_sc_hd__nand2_1, 267 x sky130_fd_sc_hd__ha_1",
timing,slew_viol_final,0,
clock_tree,cts_setup_buffers,0,
synthesis,ys.flops,196,
setup_path,data_arrival_time_of_the_critical_path,7.69,ns
timing,max_slew.worst_pin.slew,0.8727,ns
timing,grt_setup_unrepaired,"false",
finish,layout.filler_cells,6681,
clock_tree,clock_root_cell,"sky130_fd_sc_hd__clkbuf_16",
clock_tree,tritoncts_num_sinks,196,
timing,cycle_use_final,59.91,%
placed_design,placement.setup.worst_slack,4.952,ns
synthesis,netlist-cell-type-count,89,
timing,timing.final.hold_violations,0,
setup_path,req_time_crit_path,12.54,ns
routing,detail_route.first_pass.iterations,5,
synthesis,simple_gate_share,15.38,%
routing,viasPerCell,5.340,
clock_tree,cts-resized-gates,0,
power_and_ir_drop,pwr_density_cell,91.83,nW/um^2
timing,final_worst_setup_slack,4.851,ns
setup_path,endpoint_class_of_the_critical_path,"flop",
timing,clock.fmax,137.9,MHz
hold_path,holdCritStartpoint,"x6.in_reg[8]$_SDFFE_PP0P_",
routing,ant_nets,0,
synthesis,synth-warning-count,6,
setup_path,worst_r2r_startpoint,"x7.in_reg[13]$_SDFFE_PP0P_",
grt,grt_start_max_net_pins,54,
timing,total_setup_violations_reported_at_the_end_of_the_flow,0,
placed_design,gp_routability_congestion,0.9480,
setup_path,r2r.worst_path.cells,21,
setup_path,worst_setup_path_start_kind,"flop",
synthesis,ys_sh_xor,4.339,%
hold_path,worstHoldPathType,"flop to flop",
## through the flow
step	cell area, um^2	hold slack [ns]	util (%)	power (uW)	std cells
finish	31900	0.4863	46.59	2929	4370
global route	31900	0.5124	46.59	3155	4370
CTS	31900	0.4903	46.59	2953	4370
detailed placement	31320	0.4772	45.74	2329	4339
global placement	31320	0.4674	45.74	2330	4339
floorplan	27660	0.4252	-	1812	3319
## cells by family (layout without fill, tap and decap cells)
family / count (synthesis) / after routing
and+or+nand+nor: 905 / 905
muxes: 240 / 240
AOI/OAI and AO/OA: 633 / 633
DFF: 196 / 196
xor gates and xnor gates: 137 / 137
buffers and inverters: 680 / 849
adders and majority gates: 528 / 528
## worst max path at each step
stage,startpoint,end,slack [ns]
4_1_cts,x7.in_reg[13]$_SDFFE_PP0P_,x8.in_reg[32]$_SDFFE_PP0P_,4.93
5_1_grt,x7.in_reg[13]$_SDFFE_PP0P_,x8.in_reg[32]$_SDFFE_PP0P_,4.55
6_report,x7.in_reg[13]$_SDFFE_PP0P_,x8.in_reg[32]$_SDFFE_PP0P_,4.85
## routing by layer
layer  vias up  GRT usage [%]  wire length [um]
met5         -         0.8316               103
met4         6          6.265              2556
met1     11230          34.94             36610
met2       662          42.87             41910
met3       116          9.679              8180
li1      11320              -                 -
## cell usage after synthesis, types with 36 or more instances
| cell type | count | area, um^2 |
|---|---|---|
| sky130_fd_sc_hd__clkbuf_1 | 160 | 600.6 |
| sky130_fd_sc_hd__dfxtp_1 | 196 | 3924 |
| sky130_fd_sc_hd__xnor2_1 | 86 | 753.2 |
| sky130_fd_sc_hd__nand2_1 | 274 | 1028 |
| sky130_fd_sc_hd__mux2_2 | 83 | 934.7 |
| sky130_fd_sc_hd__nor2b_1 | 36 | 225.2 |
| sky130_fd_sc_hd__and2_1 | 149 | 932.1 |
| sky130_fd_sc_hd__fa_1 | 261 | 5225 |
| sky130_fd_sc_hd__a211oi_1 | 65 | 488.0 |
| sky130_fd_sc_hd__a21oi_1 | 143 | 715.7 |
| sky130_fd_sc_hd__a22o_1 | 75 | 656.9 |
| sky130_fd_sc_hd__a21o_1 | 80 | 600.6 |
| sky130_fd_sc_hd__ha_1 | 267 | 3341 |
| sky130_fd_sc_hd__mux2i_1 | 156 | 1562 |
| sky130_fd_sc_hd__xor2_1 | 51 | 446.7 |
| sky130_fd_sc_hd__inv_1 | 441 | 1655 |
| sky130_fd_sc_hd__nor2_1 | 279 | 1047 |
| sky130_fd_sc_hd__o21ai_0 | 69 | 345.3 |
| sky130_fd_sc_hd__buf_4 | 49 | 367.9 |
| sky130_fd_sc_hd__nor3_1 | 39 | 195.2 |
## critical path: stages (launching register included)
cell,delay (ns)
sky130_fd_sc_hd__dfxtp_1,0.81
sky130_fd_sc_hd__nand2_1,0.16
sky130_fd_sc_hd__fa_1,0.54
sky130_fd_sc_hd__inv_1,0.05
sky130_fd_sc_hd__fa_1,0.55
sky130_fd_sc_hd__fa_1,0.44
sky130_fd_sc_hd__fa_1,0.46
sky130_fd_sc_hd__fa_1,0.50
sky130_fd_sc_hd__inv_1,0.06
sky130_fd_sc_hd__fa_1,0.47
sky130_fd_sc_hd__inv_1,0.04
sky130_fd_sc_hd__ha_1,0.41
sky130_fd_sc_hd__nand4_1,0.18
sky130_fd_sc_hd__or4_1,0.66
sky130_fd_sc_hd__o22a_1,0.30
sky130_fd_sc_hd__o2111ai_1,0.30
sky130_fd_sc_hd__nand2_1,0.18
sky130_fd_sc_hd__o311a_1,0.39
sky130_fd_sc_hd__nor3_2,0.27
sky130_fd_sc_hd__xor2_1,0.21
sky130_fd_sc_hd__mux2i_1,0.09
sky130_fd_sc_hd__nor2_1,0.10
## report_power, final
part / switching, uW / leakage [uW] / internal, uW
Combinational: 852 / 0.0131 / 685
Sequential: 81.7 / 0.00162 / 702
Clock: 328 / 0.000278 / 279
## layout make-up
type,instances,area share [%]
inverters,442,5.202
flip-flops and latches,196,12.32
repair buffers,376,11.34
clock inverters,13,0.4354
well taps,882,3.460
clock buffers,18,1.377
multi-input cells,2443,65.87
Power figures rest on the tool's default switching activity, not on a simulated workload.
